<file path="flow/design.v">
`timescale 1ns / 1ps
module SevenSegmentDisplayController(
        input logic clk,
        [3:0]num3, [3:0]num2, [3:0]num1, [3:0]num0, [3:0]dpSelector,
        output logic [3:0]anode, [6:0]cathode, dp
    );
    logic [6:0]cathodeTemp;
    logic [3:0]anodeTemp;
    logic dpTemp;
    logic [20:0]counter;
    always_ff @(posedge clk)
    begin
        counter <= counter + 1;
    end
    always @(*)
    begin
        case(counter[20:19])
        2'b00:
            begin
                case(num0)
                    4'b0000 : cathodeTemp = 7'b1000000;  
                    4'b0001 : cathodeTemp = 7'b1111001;  
                    4'b0010 : cathodeTemp = 7'b0100100;  
                    4'b0011 : cathodeTemp = 7'b0110000;  
                    4'b0100 : cathodeTemp = 7'b0011001;  
                    4'b0101 : cathodeTemp = 7'b0010010;  
                    4'b0110 : cathodeTemp = 7'b0000010;  
                    4'b0111 : cathodeTemp = 7'b1111000;  
                    4'b1000 : cathodeTemp = 7'b0000000;  
                    4'b1001 : cathodeTemp = 7'b0010000;  
                    4'b1010 : cathodeTemp = 7'b0001000;  
                    4'b1011 : cathodeTemp = 7'b0000011;  
                    4'b1100 : cathodeTemp = 7'b1000110;  
                    4'b1101 : cathodeTemp = 7'b0100001;  
                    4'b1110 : cathodeTemp = 7'b0000110;  
                    4'b1111 : cathodeTemp = 7'b0001110;  
                endcase
                anodeTemp <= 4'b1110;
                dpTemp <= ~dpSelector[0];
            end
        2'b01:
            begin
                case(num1)
                    4'b0000 : cathodeTemp = 7'b1000000;  
                    4'b0001 : cathodeTemp = 7'b1111001;  
                    4'b0010 : cathodeTemp = 7'b0100100;  
                    4'b0011 : cathodeTemp = 7'b0110000;  
                    4'b0100 : cathodeTemp = 7'b0011001;  
                    4'b0101 : cathodeTemp = 7'b0010010;  
                    4'b0110 : cathodeTemp = 7'b0000010;  
                    4'b0111 : cathodeTemp = 7'b1111000;  
                    4'b1000 : cathodeTemp = 7'b0000000;  
                    4'b1001 : cathodeTemp = 7'b0010000;  
                    4'b1010 : cathodeTemp = 7'b0001000;  
                    4'b1011 : cathodeTemp = 7'b0000011;  
                    4'b1100 : cathodeTemp = 7'b1000110;  
                    4'b1101 : cathodeTemp = 7'b0100001;  
                    4'b1110 : cathodeTemp = 7'b0000110;  
                    4'b1111 : cathodeTemp = 7'b0001110;  
                endcase
                anodeTemp <= 4'b1101;
                dpTemp <= ~dpSelector[1];
            end
        2'b10:
            begin
                case(num2)
                    4'b0000 : cathodeTemp = 7'b1000000;  
                    4'b0001 : cathodeTemp = 7'b1111001;  
                    4'b0010 : cathodeTemp = 7'b0100100;  
                    4'b0011 : cathodeTemp = 7'b0110000;  
                    4'b0100 : cathodeTemp = 7'b0011001;  
                    4'b0101 : cathodeTemp = 7'b0010010;  
                    4'b0110 : cathodeTemp = 7'b0000010;  
                    4'b0111 : cathodeTemp = 7'b1111000;  
                    4'b1000 : cathodeTemp = 7'b0000000;  
                    4'b1001 : cathodeTemp = 7'b0010000;  
                    4'b1010 : cathodeTemp = 7'b0001000;  
                    4'b1011 : cathodeTemp = 7'b0000011;  
                    4'b1100 : cathodeTemp = 7'b1000110;  
                    4'b1101 : cathodeTemp = 7'b0100001;  
                    4'b1110 : cathodeTemp = 7'b0000110;  
                    4'b1111 : cathodeTemp = 7'b0001110;  
                endcase
                anodeTemp <= 4'b1011;
                dpTemp <= ~dpSelector[2];
            end
        2'b11:
            begin
                case(num3)
                    4'b0000 : cathodeTemp = 7'b1000000;  
                    4'b0001 : cathodeTemp = 7'b1111001;  
                    4'b0010 : cathodeTemp = 7'b0100100;  
                    4'b0011 : cathodeTemp = 7'b0110000;  
                    4'b0100 : cathodeTemp = 7'b0011001;  
                    4'b0101 : cathodeTemp = 7'b0010010;  
                    4'b0110 : cathodeTemp = 7'b0000010;  
                    4'b0111 : cathodeTemp = 7'b1111000;  
                    4'b1000 : cathodeTemp = 7'b0000000;  
                    4'b1001 : cathodeTemp = 7'b0010000;  
                    4'b1010 : cathodeTemp = 7'b0001000;  
                    4'b1011 : cathodeTemp = 7'b0000011;  
                    4'b1100 : cathodeTemp = 7'b1000110;  
                    4'b1101 : cathodeTemp = 7'b0100001;  
                    4'b1110 : cathodeTemp = 7'b0000110;  
                    4'b1111 : cathodeTemp = 7'b0001110;  
                endcase
                anodeTemp <= 4'b0111;
                dpTemp <= ~dpSelector[3];
            end
        endcase
    end
    assign anode = anodeTemp;
    assign cathode = cathodeTemp;
    assign dp = dpTemp;
endmodule
</file>
<file path="flow/run.sh">
#!/bin/bash
# OpenROAD 26Q1-2900-gdf79404cd8, Yosys 0.63+post, stock flow scripts
make -C /OpenROAD-flow-scripts/flow DESIGN_CONFIG=/design/flow/config.mk WORK_HOME=/design/flow/orfs finish
</file>
<file path="flow/config.mk">
export PLATFORM = sky130hd
export DESIGN_NAME = SevenSegmentDisplayController
export DESIGN_NICKNAME = SevenSegmentDisplayController
export VERILOG_FILES = /design/flow/design.v
export SDC_FILE = /design/flow/constraint.sdc
export NUM_CORES = 4
export LEC_CHECK = 1
export CORE_AREA = 10 10 104 104
export DIE_AREA = 0 0 114 114
export SYNTH_HDL_FRONTEND = slang
</file>
<file path="flow/constraint.sdc">
current_design SevenSegmentDisplayController

set clk_period 2.8
set clk_io_pct 0.2

create_clock -name clk0 -period $clk_period [get_ports {clk}]

set non_clock_inputs [all_inputs -no_clocks]
set_input_delay [expr $clk_period * $clk_io_pct] -clock clk0 $non_clock_inputs
set_output_delay [expr $clk_period * $clk_io_pct] -clock clk0 [all_outputs]
</file>
==> notes.md <==
Physical implementation status

The launch point of the critical path was reported as num0[0]. The final hold violation count stands at 0. The number of maximum-capacitance constraint violations stands at 0. Entering global routing, the biggest net connects 16 pins. The register with the most flip-flops in the layout has 21 of them. The report gives the cell count of the worst hold path as 1. Summing over the stages, the warning tally comes to 50. The mean area per synthesized cell stands at 8.69 sq um.

The worst setup skew after layout stands at 0.00204 ns. Setup repair after global routing could not meet its margin everywhere. For this block, the via count after detailed routing is 1,875. Clock latency on the worst-skew pair, taken at its later pin, is 0.25 ns. The minimum setup slack among reg-to-reg paths stands at 1.16 ns. The number of standard cells reported by yosys stands at 240. The number of distinct library cells after synthesis stands at 45. In this run, synthesis inferred 0 flip-flops with an integrated enable. Per the cell usage report, the commonest logic cell in the layout is sky130_fd_sc_hd__buf_4. Leaving out filler cells and counting taps, the final layout contains 413. Looking at the setup timing report, the critical path kind is primary input to output port. Per the timing report, the most critical flop-to-flop path finishes at counter[20]$_DFF_P_. The largest fanout of any net on the critical path stands at 3. In this run the post-CTS setup repair buffer count came out at 0. The first global-routing pass estimated 8390 um of wire. The post-synthesis instance area stands at 2080 sq um. On the critical path, the stage with the largest delay is an instance of sky130_fd_sc_hd__clkdlybuf4s50_1. The floorplan step set the die height to 114 um. The core region is 8680 sq um. The final tally of max-slew violations stands at 0. Leaving out fill and tap cells, the most frequent cells in the layout are sky130_fd_sc_hd__buf_4 (36), sky130_fd_sc_hd__dfxtp_1 (21), sky130_fd_sc_hd__ha_1 (19), sky130_fd_sc_hd__nor2_1 (16), sky130_fd_sc_hd__nand2_1 (14).

The relative slew slack stands at 60.5%. Before CTS, the worst setup slack after placement is -0.451 ns. The cell total after placement stands at 409. The proportion of synthesized chip area in sequential cells stands at 20.2%.

The area growth from synthesis to layout stands at 41.7%. The placed wire-length estimate stands at 3990 um. TritonCTS built the clock tree.

The number of inserted filler cells in the final layout stands at 877. After technology mapping, the gate count stands at 240. In the synthesized netlist the dominant register cell turns out to be sky130_fd_sc_hd__dfxtp_1. The number of antenna violations at the first check in global routing came to 0. 39 I/O pins were placed. The worst hold path terminates at counter[0]$_DFF_P_. The clock passes through at most 2 buffers. The yosys synthesis warning count stands at 0. TritonRoute output was used to compute an average wire per cell of 12.0 um. The post-synthesis register bit count stands at 21. The area fraction of the dominant cell type after synthesis stands at 20.2%. The registers reported with the highest flop counts are counter: 21 flops. The maximum resistive drop on vdd stands at 0.000244 V. The full die area stands at 13,000 sq um. From left edge to right edge, the die measures 114 um. By area the synthesized netlist is led by sky130_fd_sc_hd__dfxtp_1 (20%), sky130_fd_sc_hd__ha_1 (17%), sky130_fd_sc_hd__mux4_2 (6.5%), sky130_fd_sc_hd__xnor2_1 (5.0%), sky130_fd_sc_hd__mux2i_1 (4.8%). Counting flops per register, the top entry is counter.

Subtracting the final worst setup slack from the clock period gives 2.84 ns. The fraction of layout cells with a size suffix above 1 stands at 32.5%. The detail route stage leaves a number of antenna-violating nets equal to 0. The worst path arrival time stands at 2.28 ns. Dividing the detail-routed via count by the number of cells gives 4.54. For reference, the critical path cell chain is clkdlybuf4s15_2 > inv_1 > ha_1 > nor2b_1 > a221oi_1 > a311oi_1 > a31o_2 > clkdlybuf4s50_1. The tightest min-delay check is of the flip-flop to flip-flop type. The total cell area reported by yosys after synthesis stands at 2080 sq um. The launch point of the worst register-to-register path is recorded as counter[0]$_DFF_P_.

STA classifies the critical path endpoint as an output port. The count of TritonRoute iterations in the first routing pass stands at 4. The starting utilization of the core area stands at 24.0%. The checks that failed: setup timing. The report lists the number of standard-cell rows as 34.

STA classifies the critical path startpoint as a primary input. The routed design ends up with an antenna cell count of 0. The leakage component of the power was reported as 0.00132 uW.

Detailed-route iteration 0 reported a violation count of 51. The slew of the pin with the lowest slew margin stands at 0.591 ns. The number of global-route vias before repair came to 1,869. During placement, the flow inserted port buffers numbering 32.

The number of clock sinks came to 21. The final tally of setup violations stands at 1. The detailed router reported a total wirelength of 4940 um. The register clock-pin slew on the reported worst setup and hold paths stands at 0.07 ns. In this run the number of H-tree levels came out at 1. The highest clock rate this design can be run at is 352 MHz.

The data required time reported for the critical path is 2.24 ns. After layout, the worst path uses 101% of the clock period. STA lists the startpoint of the worst hold path as counter[0]$_DFF_P_. The remaining design rule violation count stands at 0.

The report puts the cell count of the worst reg-to-reg path at 5. Per the GRT congestion report, total overflow comes to 0. The power density over the cells stands at 247 nW/um^2. The flow ran to the end, but the final reports show violations. The async set or reset register ratio after synthesis stands at 0%. The overall track demand over capacity in global routing stands at 7.43%. CTS added clock buffers totalling 3. The root buffer cell chosen for the clock tree is sky130_fd_sc_hd__clkbuf_8. The critical path in the final layout is reported with a setup slack of -0.0381 ns. The hold-fix buffer count after cts stands at 0. Looking at area per cell type in the netlist, the leader is sky130_fd_sc_hd__dfxtp_1. The critical path's largest stage delay stands at 0.40 ns.

The final RePlAce weighted congestion stands at 0.900.
## per-stage QoR
| step | util [%] | setup TNS [ns] | cell area, sq um | hold WS (ns) | total power, uW |
|---|---|---|---|---|---|
| 2_1_floorplan | - | 0 | 2100 | 0.380 | 420 |
| 3_3_place_gp | 31.9 | -2.65 | 2770 | 0.390 | 528 |
| 3_5_place_dp | 31.9 | -2.71 | 2770 | 0.400 | 529 |
| 6_report | 34.0 | -0.0381 | 2950 | 0.417 | 729 |
| 4_1_cts | 33.4 | -0.142 | 2900 | 0.419 | 732 |
| 5_1_grt | 34.0 | -0.0765 | 2950 | 0.452 | 783 |
## report_power, final
part           switching, uW  internal [uW]
combinational            105            134
clock                   90.6            101
sequential                 0            298
total                    195            534
## cell families (layout without fill, tap and decap cells)
kind of cell	Yosys count	after routing	share of synthesized area [%]
and+or+nand+nor	71	71	19.0
DFF	21	21	20.2
other	1	6	0.180
buffers and inverters	35	95	7.92
adders and majority gates	28	28	16.8
AOI/OAI and AO/OA	45	45	14.5
muxes	20	20	13.4
xor gates and xnor gates	19	19	7.98
## how the worst max path moves through the flow
stage,endpoint,depth (start not counted)
after CTS,cathode[4],7
final,cathode[1],8
after global routing,cathode[1],8
## cells in the mapped netlist, types with 3 or more instances
cell type and count:
sky130_fd_sc_hd__nand4_1 3, sky130_fd_sc_hd__mux2_2 4, sky130_fd_sc_hd__o21ai_0 12, sky130_fd_sc_hd__a22oi_1 3, sky130_fd_sc_hd__buf_2 6, sky130_fd_sc_hd__and2_1 3, sky130_fd_sc_hd__a31oi_1 3, sky130_fd_sc_hd__nand2_1 14
sky130_fd_sc_hd__nand2b_1 3, sky130_fd_sc_hd__nor2_1 16, sky130_fd_sc_hd__a31o_2 3, sky130_fd_sc_hd__a211oi_1 4, sky130_fd_sc_hd__a21oi_1 5, sky130_fd_sc_hd__ha_1 28, sky130_fd_sc_hd__dfxtp_1 21, sky130_fd_sc_hd__xor2_1 7
sky130_fd_sc_hd__clkbuf_1 4, sky130_fd_sc_hd__a221oi_1 3, sky130_fd_sc_hd__buf_4 7, sky130_fd_sc_hd__nand3_1 6, sky130_fd_sc_hd__mux4_2 6, sky130_fd_sc_hd__mux2i_1 10, sky130_fd_sc_hd__nor3_1 5, sky130_fd_sc_hd__xnor2_1 12
sky130_fd_sc_hd__nor2b_1 7, sky130_fd_sc_hd__inv_1 17
## area by class of cell
type / count / area, sq um / area share, %
Multi-Input combinational cell: 189 / 1640 / 55.5
Inverter: 18 / 70.1 / 2.37
Tap cell: 108 / 135 / 4.58
Timing Repair Buffer: 73 / 644 / 21.8
Sequential cell: 21 / 420 / 14.2
Clock buffer: 4 / 45.0 / 1.53
## timing repair
| action | in CTS | in global routing |
|---|---|---|
| setup endpoints to repair | 7 | 5 |
| endpoints found under the hold margin | 0 | 0 |
| pin swaps | 7 | 4 |
| gates cloned | 1 | 0 |
| resized | 61 | 19 |
## per-layer routing
metal / GRT usage, % / part of all wire, % / vias to the layer above
met5: 0 / 0 / -
met4: 0.835 / 1.1 / 0
met3: 1.70 / 5.5 / 6
met2: 11.8 / 44 / 43
met1: 10.4 / 50 / 855
li1: - / - / 971
## critical path: cells and delay by family
| family | cells | cell delay (ns) |
|---|---|---|
| buf+inv | 3 | 0.66 |
| compound gates | 3 | 0.62 |
| fa+ha+maj | 1 | 0.29 |
| simple gates | 1 | 0.14 |
Power is estimated from default activity; no workload was simulated.
