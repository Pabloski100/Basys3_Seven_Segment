==> design/flow/design.v <==
`timescale 1ns / 1ps
module sevenseg_all(
    input clk,
    input clr,              
    input [3:0] ones,
    input [3:0] tens,
    input [3:0] hundreds,
    input [3:0] thousands,    
    input [3:0] num,
    output [7:0] cathode,
    output [3:0] anode
    );
     reg [6:0]sseg_temp;
     reg [3:0]an_temp = 4'b1110 ;
     reg [17:0] count;  
     always @ (posedge clk)
      begin
        count <= count + 1;
      end
     always @ (*)
      begin
       case(count[17:16])  
        2'b00 :   
         begin
          case(ones)
                4'd0 : sseg_temp = 7'b0000001;  
                4'd1 : sseg_temp = 7'b1001111;  
                4'd2 : sseg_temp = 7'b0010010;  
                4'd3 : sseg_temp = 7'b0000110;  
                4'd4 : sseg_temp = 7'b1001100;  
                4'd5 : sseg_temp = 7'b0100100;  
                4'd6 : sseg_temp = 7'b0100000;  
                4'd7 : sseg_temp = 7'b0001111;  
                4'd8 : sseg_temp = 7'b0000000;  
                4'd9 : sseg_temp = 7'b0000100;  
                default : sseg_temp = 7'b1111110;  
           endcase
          an_temp = 4'b1110;
         end
        2'b01:   
         begin
             case(tens)
                4'd0 : sseg_temp = 7'b0000001;  
                4'd1 : sseg_temp = 7'b1001111;  
                4'd2 : sseg_temp = 7'b0010010;  
                4'd3 : sseg_temp = 7'b0000110;  
                4'd4 : sseg_temp = 7'b1001100;  
                4'd5 : sseg_temp = 7'b0100100;  
                4'd6 : sseg_temp = 7'b0100000;  
                4'd7 : sseg_temp = 7'b0001111;  
                4'd8 : sseg_temp = 7'b0000000;  
                4'd9 : sseg_temp = 7'b0000100;  
                default : sseg_temp = 7'b1111110;  
             endcase
          an_temp = 4'b1101;
         end
        2'b10:   
         begin
          case(hundreds)
                4'd0 : sseg_temp = 7'b0000001;  
                4'd1 : sseg_temp = 7'b1001111;  
                4'd2 : sseg_temp = 7'b0010010;  
                4'd3 : sseg_temp = 7'b0000110;  
                4'd4 : sseg_temp = 7'b1001100;  
                4'd5 : sseg_temp = 7'b0100100;  
                4'd6 : sseg_temp = 7'b0100000;  
                4'd7 : sseg_temp = 7'b0001111;  
                4'd8 : sseg_temp = 7'b0000000;  
                4'd9 : sseg_temp = 7'b0000100;  
                default : sseg_temp = 7'b1111110;  
           endcase
          an_temp = 4'b1011;
         end
        2'b11:   
         begin
          case(thousands)
                4'd0 : sseg_temp = 7'b0000001;  
                4'd1 : sseg_temp = 7'b1001111;  
                4'd2 : sseg_temp = 7'b0010010;  
                4'd3 : sseg_temp = 7'b0000110;  
                4'd4 : sseg_temp = 7'b1001100;  
                4'd5 : sseg_temp = 7'b0100100;  
                4'd6 : sseg_temp = 7'b0100000;  
                4'd7 : sseg_temp = 7'b0001111;  
                4'd8 : sseg_temp = 7'b0000000;  
                4'd9 : sseg_temp = 7'b0000100;  
                default : sseg_temp = 7'b1111110;  
          endcase
          an_temp = 4'b0111;
         end
       endcase
      end  
     assign anode = an_temp;
     assign cathode = {sseg_temp, 1'b1};
 endmodule
==> design/flow/run.sh <==
#!/bin/bash
# OpenROAD 26Q1-2900-gdf79404cd8, Yosys 0.63+post, stock flow scripts
make -C /OpenROAD-flow-scripts/flow DESIGN_CONFIG=/design/flow/config.mk WORK_HOME=/design/flow/orfs finish
==> design/flow/config.mk <==
export PLATFORM = sky130hd
export DESIGN_NAME = sevenseg_all
export DESIGN_NICKNAME = sevenseg_all
export VERILOG_FILES = /design/flow/design.v
export SDC_FILE = /design/flow/constraint.sdc
export NUM_CORES = 4
export LEC_CHECK = 1
export CORE_AREA = 10 10 102 102
export DIE_AREA = 0 0 112 112
export SYNTH_HDL_FRONTEND = slang
==> design/flow/constraint.sdc <==
current_design sevenseg_all

set clk_period 4.3
set clk_io_pct 0.2

create_clock -name clk0 -period $clk_period [get_ports {clk}]

set non_clock_inputs [all_inputs -no_clocks]
set_input_delay [expr $clk_period * $clk_io_pct] -clock clk0 $non_clock_inputs
set_output_delay [expr $clk_period * $clk_io_pct] -clock clk0 [all_outputs]
==> results_dict.tcl <==
# implementation run metrics
set metrics [dict create \
    ys_seq_share_pct 22.17 \
    dpl.cell_count 324 \
    ys_ff 18 \
    yosysUniqueCellTypes 44 \
    die_area_mm2 0.01254 \
    track_usage_pct 5.419 \
    path_clk_slew_ns 0.06 \
    largest_reg_flops 18 \
    first_pass_iters 4 \
    finalMaxSlewViolations 0 \
    final_cells 328 \
    drt-vias-per-instance 4.149 \
    postCtsSetupBuffers 0 \
    warning_count 49 \
    cts_hold_buf 0 \
    cts_root_buffer "clkbuf_8" \
    grt_first_pass_wirelength_um 5865 \
    seq_area_um2 360.3 \
    ys_area_mm2 0.001625 \
    power.density_mw_per_mm2 189.6 \
    ctsLongestPathBuffers 2 \
    vias 1361 \
    status "finished, final reports clean" \
    p_sw_mw 0.09646 \
    cp.required_ns 3.44 \
    drcViolationCount 0 \
    first_iter_violations 15 \
    power_mw 0.3864 \
    syn_area_mm2 0.001625 \
    cap_violations 0 \
    finalSetupTns_ns 0 \
    seq_power_share_pct 43.1 \
    leakagePower_nw 0.8485 \
    cts_tree "done" \
    worstHoldPathType "reg -> reg" \
    worstSetupStartpointType "primary input" \
    dieHeight_um 112 \
    sw_frac_of_total_pct 24.96 \
    arrival_ns 3.07 \
    synthCells 200 \
    synth_area_per_cell_um2 8.127 \
    vdd_drop_max_mv 0.2501 \
    grt_pass1_vias 1224 \
    dpl-instance-area_mm2 0.001983 \
    die_width_um 112 \
    antenna_left 0 \
    core-area_mm2 0.008217 \
    fin_skew_ns 0.002725 \
    initCoreUtil_pct 19.78 \
    overflow 0 \
    rows 33 \
    synth-main-ff-cell "dfxtp_1" \
    grt_max_degree 12 \
    fillCellCount 873 \
    setup_viol 0 \
    hold_violations 0 \
    fmax_ghz 0.2544 \
    ys_cells 200 \
    rsz0062_at_grt "false" \
    async_flop_share_pct 0 \
    ys_warn_count 0 \
    cts_buffers 3 \
    clockPowerShare_pct 34.9 \
    insertedDiodeCount 0 \
    pwr-share-comb_pct 22.0 \
    intPower_mw 0.2899 \
    edf_count 0 \
    layout_min_cycle_time_ns 3.931 \
    crit_type "in -> out" \
    finalInstanceArea_mm2 0.002038 \
    logic_area_mm2 0.001161 \
    end_kind "output port" \
    htreeDepth 1 \
    routed_wl_um 3575 \
    top_level_ports 34 \
    layout-drive-gt1-share_pct 7.623 \
    antenna_found_initial 0 \
    top_regs "count (18)" \
    wl_per_cell_um 10.90 \
    portBuffers 27 \
    area_delta_synth_final_pct 25.40 \
    cp_max_fo 6 \
    hpwl_um 2886 \
    cts_resized 0 \
    clk-insertion-delay-late_ns 0.25 \
    regMostFlops "count" \
    fin_crit_sh_pct 91.41 \
    routabilityCongestion 0.8448 \
    clkSinkCount 18 \
]
## critical path: stages
cell             delay (ns)
clkdlybuf4s50_1        0.57
inv_1                  0.11
ha_1                   0.33
o21ai_4                0.16
a21oi_2                0.07
or4_1                  0.53
clkdlybuf4s50_1        0.43
## power groups by stage
| stage | clock network, mW | logic, mW | registers (mW) |
|---|---|---|---|
| after CTS | 0.140 | 0.0857 | 0.167 |
| after global routing | 0.148 | 0.0966 | 0.166 |
| final | 0.135 | 0.0849 | 0.167 |
## kinds of logic (layout without fill, tap and decap cells)
logic type               count (synthesis)  count (layout)  synth area share, %
buffers and inverters                   23              46                6.390
AND/OR/NAND/NOR                         70              70                24.71
other                                    1               1               0.2307
AND-OR/OR-AND                           47              47                18.71
multiplexers                             1               1               0.6928
flip-flops                              18              18                22.17
adder cells (fa/ha/maj)                 24              24                18.48
XOR/XNOR                                16              16                8.622
## synth_stat cells (all sizes together), types with 7 or more instances
| cell type | number | area (um^2) |
|---|---|---|
| a21oi | 18 | 93.84 |
| ha | 24 | 300.3 |
| nor2 | 15 | 56.30 |
| xnor2 | 8 | 70.07 |
| nor2b | 9 | 56.30 |
| xor2 | 8 | 70.07 |
| o21ai | 10 | 61.31 |
| dfxtp | 18 | 360.4 |
| buf | 7 | 43.79 |
| inv | 14 | 52.55 |
| nand2 | 14 | 52.55 |
## through the flow
step / hold WS [ns] / util [%] / worst slack (ns)
2_1_floorplan: 0.3929 / - / 1.532
3_3_place_gp: 0.4102 / 24.14 / 0.3532
3_5_place_dp: 0.4098 / 24.14 / 0.3373
4_1_cts: 0.4291 / 24.81 / 0.3370
5_1_grt: 0.4551 / 24.81 / 0.1911
6_report: 0.4245 / 24.81 / 0.3693
## layout make-up
type                       instances  area share [%]
clock buffer                       4           2.701
inverter                          14           2.578
multi-input combinational        159           56.97
sequential                        18           17.68
tap                              105           6.446
timing repair buffer              28           13.63
## layout by cell type (no fill, tap or decap), types with 5 or more instances in the layout
cell / count
nand2b_1: 5
o21ai_0: 9
clkdlybuf4s50_1: 27
nand3_1: 5
xor2_1: 8
nand2_1: 14
nor2b_1: 9
xnor2_1: 8
inv_1: 14
nor2_1: 15
dfxtp_1: 18
ha_1: 24
a211oi_1: 5
a21oi_1: 17
## layer usage
metal,track usage (%),part of all wire [%]
met3,1.303,5.2
met5,0,0
met2,8.314,43
met4,0.3384,0.48
met1,7.862,51
## final timing paths
kind	startpoint	endpoint	slack, ns	depth (start not counted)
max reg2reg	count[0]	count[12]	2.78	5
min reg2reg	count[0]	count[0]	0.42	1
max	ones[1]	cathode[6]	0.37	7
min	count[0]	count[0]	0.42	1
Power is estimated from default activity; no workload was simulated.
